[flow/design.v]
module contadorminsec (
input clk,
input rst_n, 
output reg [6:0] min1,
output reg [6:0] min2,
output reg [6:0] sec1,
output reg [6:0] sec2
);
reg [24:0] count;
reg [3:0] c_sec1;
reg [3:0] c_sec2;
reg [3:0] c_min1;
reg [3:0] c_min2;
always @ (posedge clk or negedge rst_n)
begin 
	if (!rst_n) begin
		sec1 <= 7'b1000000;
		sec2 <= 7'b1000000;
		min1 <= 7'b1000000;
		min2 <= 7'b1000000;
		count <= 25'd0;
		c_sec1 <= 4'd0;
		c_sec2 <= 4'd0;
		c_min1 <= 4'd0;
		c_min2 <= 4'd0;
	end
	else begin
		count <= count + 25'b1;
		if (count == 25'd25000000) begin
			c_sec1 <= c_sec1 + 4'd1;
			if (c_sec1 == 4'd9) begin
				c_sec1 <= 4'd0;
				c_sec2 <= c_sec2 +  4'd1;
				if (c_sec2 >= 4'd5 && c_sec1 >= 4'd9) begin
					c_sec2 <= 4'd0;
					c_sec1 <= 4'd0;
					c_min1 <= c_min1 + 4'd1;
					if(c_min1 >= 4'd9) begin
						c_min2 <= c_min2 + 4'd1;
						c_sec2 <= 4'd0;
						c_sec1 <= 4'd0;
						c_min1 <= 4'd0;
						if (c_min2 >= 4'd9 && c_min1 >= 4'd9) begin
							c_sec2 <= 4'd0;
							c_sec1 <= 4'd0;
							c_min1 <= 4'd0;
							c_min2 <= 4'd0;
						end
					end
				end
			end
		end
		case (c_sec1)
			4'b0000 : sec1 <= 7'b1000000;  
			4'b0001 : sec1 <= 7'b1111001;  
			4'b0010 : sec1 <= 7'b0100100;  
			4'b0011 : sec1 <= 7'b0110000;  
			4'b0100 : sec1 <= 7'b0011001;  
			4'b0101 : sec1 <= 7'b0010010;  
			4'b0110 : sec1 <= 7'b0000010;  
			4'b0111 : sec1 <= 7'b1111000;  
			4'b1000 : sec1 <= 7'b0000000;  
			4'b1001 : sec1 <= 7'b0011000;  
		endcase 
		case (c_sec2)
			4'b0000 : sec2 <= 7'b1000000;  
			4'b0001 : sec2 <= 7'b1111001;  
			4'b0010 : sec2 <= 7'b0100100;  
			4'b0011 : sec2 <= 7'b0110000;  
			4'b0100 : sec2 <= 7'b0011001;  
			4'b0101 : sec2 <= 7'b0010010;  
			4'b0110 : sec2 <= 7'b0000010;  
			4'b0111 : sec2 <= 7'b1111000;  
			4'b1000 : sec2 <= 7'b0000000;  
			4'b1001 : sec2 <= 7'b0011000;  
		endcase
		case (c_min1)
			4'b0000 : min1 <= 7'b1000000;  
			4'b0001 : min1 <= 7'b1111001;  
			4'b0010 : min1 <= 7'b0100100;  
			4'b0011 : min1 <= 7'b0110000;  
			4'b0100 : min1 <= 7'b0011001;  
			4'b0101 : min1 <= 7'b0010010;  
			4'b0110 : min1 <= 7'b0000010;  
			4'b0111 : min1 <= 7'b1111000;  
			4'b1000 : min1 <= 7'b0000000;  
			4'b1001 : min1 <= 7'b0011000;  
		endcase
		case (c_min2)
			4'b0000 : min2 <= 7'b1000000;  
			4'b0001 : min2 <= 7'b1111001;  
			4'b0010 : min2 <= 7'b0100100;  
			4'b0011 : min2 <= 7'b0110000;  
			4'b0100 : min2 <= 7'b0011001;  
			4'b0101 : min2 <= 7'b0010010;  
			4'b0110 : min2 <= 7'b0000010;  
			4'b0111 : min2 <= 7'b1111000;  
			4'b1000 : min2 <= 7'b0000000;  
			4'b1001 : min2 <= 7'b0011000;  
		endcase
	end	
end 
endmodule
[flow/run.sh]
#!/bin/bash
# OpenROAD 26Q1-2900-gdf79404cd8, Yosys 0.63+post, stock flow scripts
make -C /OpenROAD-flow-scripts/flow DESIGN_CONFIG=/design/flow/config.mk WORK_HOME=/design/flow/orfs finish
[flow/config.mk]
export PLATFORM = sky130hd
export DESIGN_NAME = contadorminsec
export DESIGN_NICKNAME = contadorminsec
export VERILOG_FILES = /design/flow/design.v
export SDC_FILE = /design/flow/constraint.sdc
export NUM_CORES = 4
export LEC_CHECK = 1
export CORE_UTILIZATION = 40
[flow/constraint.sdc]
current_design contadorminsec

set clk_period 3.5
set clk_io_pct 0.2

create_clock -name clk0 -period $clk_period [get_ports {clk}]

set non_clock_inputs [all_inputs -no_clocks]
set_input_delay [expr $clk_period * $clk_io_pct] -clock clk0 $non_clock_inputs
set_output_delay [expr $clk_period * $clk_io_pct] -clock clk0 [all_outputs]
==> results.ini <==
[outcome]
status=completed

[final_layout]
utilization_pct=48.0
stdcell_area_um2=4250
final_cell_mix=dfrtp_1 (65), nor2_1 (31), nand2_1 (30)
drive_gt1_share_pct=8.91
final_layout_top_logic_cell=dfrtp_1
syn_to_final_growth_pct=15.0

[synthesis]
ys_seq_share_pct=46.9
async_reset_ff_share_pct=100
ys.flops=69
ys_chip_area_um2=3690
topCombFamilyByArea=simple AND/OR/NAND/NOR gates
ys_sh_adder_pct=6.10
synth_area_um2=3690
yosysCellCount=363
synthAoiAreaFrac_pct=15.0
synth_xor_xnor_area_share_pct=6.40
synth_top_flop_cell=dfrtp_1
syn_inst=363
ys_types=62
ys_sh_mux_pct=1.96
edf_count=0
syn_avg_cell_area_um2=10.2
ys_warn_count=1
simple_gate_area_share_pct=19.2

[setup_path]
max_stage_delay_ps=490
cp_slowest_cell=nor3_1
rr_worst_depth=7
path_cells=inv_1, ha_1, nand2b_1, a21oi_1, nor3_1, and2_0, a41o_1
worstSetupStartpoint=c_sec2[1]
ff2ff_setup_slack_ps=1250
timing.rr.start=c_sec2[1]
cp-endpoint=c_min1[2]
cp_max_fo=7
arrival_ps=2520
setup.worst_path.end_class=flop
crit_type=reg2reg
reg2reg_to=c_min1[2]
critPathRequiredTime_ps=3770
critPathLaunchType=flop

[pwr]
peakVddDrop_v=0.000246
leakagePower_nw=1.92
p_int_w=0.00116
p_sw_w=0.000298
p_seq_share_pct=54.7
p_per_area_nw_per_um2=343
netSwitchingFraction_pct=20.4
p_comb_share_pct=1.1
p_clk_share_pct=44.2

[floorplanning]
ios=30
die_h_um=98.1
rows=34
die_w_um=98.1
die_area_um2=9620
fp_util_pct=41.7
core_um2=8850

[sta]
max_freq_ghz=0.445
hold_viol_final=0
tns_ps=0
hold_ws_ps=283
relSlewSlack_pct=46.5
worst_slew_pin_slew_ps=796
period_needed_ps=2250
fin_crit_sh_pct=64.2
setup_viol=0
clock_skew_ps=9.37
slew_viol_final=0
timing.final.ws_setup_ps=1250
rsz0062_at_grt=false

[global_route]
grt_usage_pct=15.8
grt_pass1_vias=2650
antenna_found_initial=0
grt_pass1_wl_um=12300
grt_max_degree=31
overflow=0

[clocking]
ctsHoldBuffers=0
cts_setup_buffers=0
clkTransAtPathRegs_ps=70
h-tree-depth=3
cts_resized=0
clock_path_buffers=2
numClockSinks=69
cts_root_buffer=clkbuf_8
cts_tree=done
clock_latency_ps=340
numCtsBuffers=9

[detailed_routing]
first_pass_iters=16
antenna_cells=0
drc=0
vias=2717
viasPerCell=5.42
wl_um=6770
wl_per_cell_um=13.5
drt-initial-drc-count=145
ant_nets=0

[flow_run]
cap_violations=0
warning_count=39

[placement]
post-place-ws_ps=1300
portBuffers=29
gp_congestion=0.803
dp_hpwl_um=4770
placed_area_um2=4050

[min_path]
hold_path.class=in2async

==> worst min-delay path by stage <==
stage | slack, ps | cells after the start | startpoint | endpoint
final | 280 | 1 | rst_n | min2[1]
after global routing | 300 | 1 | rst_n | c_sec2[2]
after CTS | 280 | 1 | rst_n | min2[1]
==> synthesized netlist by cell type, types with 5 or more instances <==
cell type | count | area [um2]
dfrtp_1 | 65 | 1630
nor2_1 | 31 | 116
nand2_1 | 30 | 113
inv_1 | 22 | 82.6
ha_1 | 18 | 225
o21ai_0 | 18 | 90.1
a21oi_1 | 17 | 85.1
nand3_1 | 17 | 85.1
xnor2_1 | 17 | 149
clkbuf_1 | 11 | 41.3
xor2_1 | 10 | 87.6
nor3_1 | 7 | 35.0
nand4_1 | 6 | 37.5
o31ai_1 | 6 | 45.0
a221o_1 | 5 | 50.1
a22o_1 | 5 | 43.8
mux2i_1 | 5 | 50.1
==> power by group through the flow <==
stage | Combinational (W) | Clock, W | Sequential, W
after CTS | 0.0000184 | 0.000675 | 0.000797
after global routing | 0.0000212 | 0.000701 | 0.000797
final | 0.0000167 | 0.000644 | 0.000797
==> kinds of logic after synthesis <==
logic type      after synthesis
fa+ha+maj                    18
mux                           7
buf+inv                      38
xor+xnor                     27
simple gates                123
flops                        69
compound gates               81
==> final cells by class <==
cell class	instances	area (um2)
clock buffer	11	151
clock inverter	4	47.5
fill	822	4600
inverter	22	82.6
multi-input combinational	256	1800
sequential	69	1730
tap	108	135
timing repair buffer	31	300
==> layer usage <==
layer	track usage, %	vias up	part of all wire (%)
li1	-	1350	-
met3	3.56	2	3.4
met1	22.9	1320	46
met4	1.40	0	0.46
met2	26.2	45	50
met5	0	-	0
==> through the flow <==
stage | total power, W | instances
CTS | 0.00149 | 501
floorplan | 0.000813 | 363
detailed placement | 0.000831 | 486
finish | 0.00146 | 501
global placement | 0.000831 | 486
global route | 0.00152 | 501
==> registers in the layout, summed over array words and instances (netlist names) <==
signal	flops
c_min2	4
min1	7
c_sec2	4
sec2	7
c_sec1	4
min2	7
count	25
c_min1	4
sec1	7
==> critical path: cells and delay by family (launching register included) <==
family                     cells  cell delay, ps
AOI/OAI and AO/OA              2             340
adders and majority gates      1             310
buffers and inverters          1             140
DFF                            1             400
and+or+nand+nor                3            1000
No activity file was given, so power comes from the tool's default toggle rates.
